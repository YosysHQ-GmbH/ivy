File: flow/config.mk
export PLATFORM = sky130hd
export DESIGN_NAME = top
export DESIGN_NICKNAME = top
export VERILOG_FILES = /design/flow/design.v
export SDC_FILE = /design/flow/constraint.sdc
export NUM_CORES = 4
export LEC_CHECK = 1
export CORE_UTILIZATION = 50
export SYNTH_HDL_FRONTEND = slang
File: flow/constraint.sdc
current_design top

set clk_period 5.0
set clk_io_pct 0.2

create_clock -name clk0 -period $clk_period [get_ports {clk}]

set non_clock_inputs [all_inputs -no_clocks]
set_input_delay [expr $clk_period * $clk_io_pct] -clock clk0 $non_clock_inputs
set_output_delay [expr $clk_period * $clk_io_pct] -clock clk0 [all_outputs]
File: flow/design.v
`default_nettype none
module fifo #(
    DEPTH_BITS = 2,
    WIDTH = 8
) (
    input wire clk,
    input wire rst,
    input wire             in_valid,
    input wire [WIDTH-1:0] in_data,
    output reg             in_ready,
    output reg             out_valid,
    output reg [WIDTH-1:0] out_data,
    input wire             out_ready
);
    reg [WIDTH-1:0] buffer [1<<DEPTH_BITS];
    reg [DEPTH_BITS:0] write_addr;
    reg [DEPTH_BITS:0] read_addr;
    wire in_transfer = in_valid && in_ready;
    wire out_transfer = out_valid && out_ready;
    wire [DEPTH_BITS:0] write_limit = read_addr ^ (1 << DEPTH_BITS);
    assign in_ready = write_addr != write_limit;
    assign out_valid = read_addr != write_addr;
    assign out_data = buffer[read_addr[DEPTH_BITS-1:0]];
    always @(posedge clk) begin
        if (rst) begin
            read_addr <= 0;
            write_addr <= 0;
        end else begin
            if (in_transfer) begin
                buffer[write_addr[DEPTH_BITS-1:0]] <= in_data;
                write_addr <= write_addr + 1'b1;
            end
            if (out_transfer) begin
                read_addr <= read_addr + 1'b1;
            end
        end
    end
endmodule
module multiplier #(
    WIDTH = 4
) (
    input wire clk,
    input wire rst,
    input wire               in_valid,
    input wire [2*WIDTH-1:0] in_data,
    output reg               in_ready,
    output reg               out_valid,
    output reg [2*WIDTH-1:0] out_data,
    input wire               out_ready
);
    reg [2*WIDTH-1:0] acc;
    reg [2*WIDTH-1:0] a;
    reg [  WIDTH-1:0] b;
    wire [WIDTH-1:0] in_a;
    wire [WIDTH-1:0] in_b;
    assign {in_b, in_a} = in_data;
    wire done = b == 0;
    assign out_data = acc;
    assign out_valid = (!in_ready) && done;
    always @(posedge clk) begin
        if (b[0]) begin
            acc <= acc + a;
        end
        b <= b >> 1;
        a <= a << 1;
        if (in_ready && in_valid) begin
            {a, b} <= in_a < in_b ? {in_b, in_a} : {in_a, in_b};
            acc <= 0;
            in_ready <= 0;
        end
        if (out_ready && out_valid) begin
            in_ready <= 1;
        end
        if (rst) begin
            in_ready <= 1;
            acc <= 0;
        end
    end
endmodule
module lane #(
    WIDTH = 4,
    DEPTH_BITS = 2
) (
    input wire clk,
    input wire rst,
    input wire               in_valid,
    input wire [2*WIDTH-1:0] in_data,
    output reg               in_ready,
    output reg               out_valid,
    output reg [2*WIDTH-1:0] out_data,
    input wire               out_ready
);
    wire               mult_in_valid;
    wire [2*WIDTH-1:0] mult_in_data;
    wire               mult_in_ready;
    wire               mult_out_valid;
    wire [2*WIDTH-1:0] mult_out_data;
    wire               mult_out_ready;
    fifo #(.WIDTH(2*WIDTH), .DEPTH_BITS(DEPTH_BITS)) in_fifo (
        .clk(clk),
        .rst(rst),
        .in_valid(in_valid),
        .in_data(in_data),
        .in_ready(in_ready),
        .out_valid(mult_in_valid),
        .out_data(mult_in_data),
        .out_ready(mult_in_ready)
    );
    fifo #(.WIDTH(2*WIDTH), .DEPTH_BITS(DEPTH_BITS)) out_fifo (
        .clk(clk),
        .rst(rst),
        .out_valid(out_valid),
        .out_data(out_data),
        .out_ready(out_ready),
        .in_valid(mult_out_valid),
        .in_data(mult_out_data),
        .in_ready(mult_out_ready)
    );
    multiplier #(.WIDTH(WIDTH)) multiplier (
        .clk(clk),
        .rst(rst),
        .in_valid(mult_in_valid),
        .in_data(mult_in_data),
        .in_ready(mult_in_ready),
        .out_valid(mult_out_valid),
        .out_data(mult_out_data),
        .out_ready(mult_out_ready)
    );
endmodule
module top #(
    WIDTH = 4
) (
    input wire clk,
    input wire rst,
    input wire               in_valid,
    input wire [WIDTH*4-1:0] in_data,
    output reg               in_ready,
    output reg               out_valid,
    output reg [WIDTH*4-1:0] out_data,
    input wire               out_ready
);
    wire fifo_out_valid;
    wire fifo_in_ready;
    wire               lane_in_valid;
    wire [WIDTH*4-1:0] lane_in_data;
    wire [        1:0] lane_in_ready;
    wire [        1:0] lane_out_valid;
    wire [WIDTH*4-1:0] lane_out_data;
    wire               lane_out_ready;
    assign lane_in_valid = fifo_out_valid & (&lane_in_ready);
    assign lane_out_ready = fifo_in_ready & (&lane_out_valid);
    fifo #(.WIDTH(WIDTH*4)) input_fifo (
        .clk(clk), .rst(rst),
        .in_valid(in_valid),
        .in_data(in_data),
        .in_ready(in_ready),
        .out_valid(fifo_out_valid),
        .out_data(lane_in_data),
        .out_ready(&lane_in_ready)
    );
    lane lane [1:0] (
        .clk(clk), .rst(rst),
        .in_valid(lane_in_valid),
        .in_data(lane_in_data),
        .in_ready(lane_in_ready),
        .out_valid(lane_out_valid),
        .out_data(lane_out_data),
        .out_ready(lane_out_ready)
    );
    fifo #(.WIDTH(WIDTH*4)) output_fifo (
        .clk(clk), .rst(rst),
        .in_valid(&lane_out_valid),
        .in_data(lane_out_data),
        .in_ready(fifo_in_ready),
        .out_valid(out_valid),
        .out_data(out_data),
        .out_ready(out_ready)
    );
    property progress;
        @(posedge clk) disable iff (rst)
        (in_valid && in_ready) |=> ##[0:8] out_valid;
    endproperty
endmodule
File: flow/run.sh
#!/bin/bash
# OpenROAD 26Q1-2900-gdf79404cd8, Yosys 0.63+post, stock flow scripts
make -C /OpenROAD-flow-scripts/flow DESIGN_CONFIG=/design/flow/config.mk WORK_HOME=/design/flow/orfs finish
==> flow_summary.ini <==
; implementation run metrics
[run_status]
status = finished clean

[power]
clockPowerShare_pct = 31.2
p_switching_mw = 2.41
combPwrFrac_pct = 23.4
netSwitchingFraction_pct = 28.3
ir_drop_v = 0.000316
intPower_mw = 6.10
total_power_mw = 8.51
leakage_nw = 5.52
power_frac_seq_pct = 45.5
powerDensity_mw_per_mm2 = 538

[synthesis]
synth.most_common_cell = edfxtp_1
ys_seq_share_pct = 68.3
edf_count = 256
syn_area_mm2 = 0.0139
topCellsByArea = edfxtp_1 55%, dfxtp_1 13%, mux4_2 8.1%, ha_1 4.5%, mux4_1 2.6%
synthCells = 842
yosys-top-cells-count = 256 x edfxtp_1, 90 x dfxtp_1, 71 x nor2_1
top_area_share_pct = 55.3
aoi_share_pct = 2.80
ys_ff = 346
logic_family = multiplexers
synth-xor-area-share_pct = 2.96
yosys-stat-area_mm2 = 0.0139
ys_sh_adder_pct = 4.79
simple_gate_area_share_pct = 6.36
mux_share_pct = 13.1
syn_area_per_cell_um2 = 16.5
ff_type = edfxtp_1
ys_cells = 842
synth-async-reset-ratio_pct = 0
ys_warn_count = 0
ys_types = 41
top_area_cell = edfxtp_1

[clock_tree]
cts_buffers = 37
htreeDepth = 2
path_clk_slew_ns = 0.06
postCtsHoldBufs = 0
ctsResizeCount = 0
tritoncts = yes
cts_max_path_buffers = 3
post_cts_buffers = 0
clock-sinks = 346
clk_latency_ns = 0.51
root_buffer = clkbuf_16

[sta]
rsz0062_at_grt = no
finClkSkew_ns = 0.0141
post-route-period-util_pct = 62.5
fmax_ghz = 0.320
fin_ws_ns = 1.87
timing.final.crit_period_ns = 3.13
slew_violations = 0
finalHoldViolations = 0
finalSetupViolCount = 0
hold_ws_ns = 0.462
tightest_slew_ns = 0.878
relSlewSlack_pct = 41.3
setup_tns_ns = 0

[placement]
portBuffers = 37
gp_congestion = 0.848
dpl.hpwl_um = 13900
place_ws_ns = 2.06

[layout]
syn_to_final_growth_pct = 13.9
num-fill-cells = 1931
layout-drive-gt1-share_pct = 12.5

[critical_path]
cpPeakStageDelay_ns = 0.79
path_buffers = 1
ff2ff_path_depth = 7
path_class = register to output port
startpoint_type = register
required_ns = 4.00
path_depth = 2
cp-endpoint = out_data[1]
cp_data_arrival_time_ns = 2.13
r2r-end = lane[0].multiplier.a[1]$_DFF_P_
rrSetupSlack_ns = 2.15
critPathTopFamily = flip-flops
cp-end-kind = output port
path_max_fanout = 16
path_cells = mux4_2 > clkdlybuf4s50_1
crit_slowest_cell = dfxtp_1

[die]
initial_core_util_pct = 51.3
dieHeight_um = 169
rows = 60
die_w_um = 169
core-area_mm2 = 0.0271
die_area_mm2 = 0.0285
ios = 38

[detailed_routing]
viasPerCell = 5.22
dr.first_iter.drc_count = 490
first_pass_iters = 4
drt-total-wl_um = 20700
antenna_left = 0
drc = 0
num_antenna_cells = 0
routedWlPerCell_um = 16.0
num_vias = 6766

[global_route]
grt_use_met2_pct = 25.1
grt_pass1_wl_um = 34900
met1_usage_pct = 27.4
grt_max_degree = 40
antenna_found_initial = 0
grt_usage_pct = 16.7
met3_usage_pct = 5.02
first_global_vias = 7075
busiest_layer = met1
grt_overflow = 0

[min_path]
hp-class = register to register

[flow_run]
max-cap-violations = 0
tool_warnings = 43
-- how the worst min path moves through the flow --
stage	cells after the start	from	to	slack, ns
after CTS	2	lane[1].multiplier.b[1]$_DFF_P_	lane[1].multiplier.b[0]$_DFF_P_	0.47
final	2	lane[1].multiplier.b[1]$_DFF_P_	lane[1].multiplier.b[0]$_DFF_P_	0.46
after global routing	1	lane[1].multiplier.a[5]$_SDFF_PN0_	lane[1].multiplier.a[6]$_SDFF_PN0_	0.49
-- metrics by stage --
stage	cells	utilization, %	area, um2
6_report	1295	58.4	15800
5_1_grt	1295	58.4	15800
2_1_floorplan	842	-	13900
3_3_place_gp	1227	54.0	14600
3_5_place_dp	1227	54.0	14600
4_1_cts	1295	58.4	15800
-- cells by family after synthesis --
logic type / after synthesis
buf+inv: 54
mux: 97
xor+xnor: 47
compound gates: 62
flops: 346
fa+ha+maj: 52
simple gates: 184
-- power by group through the flow --
stage	clock network, mW	logic (mW)	registers [mW]
CTS	2.73	2.01	3.88
global route	2.85	2.27	3.93
finish	2.65	1.99	3.87
-- layout make-up --
class,instances,area [um2],area share (%)
Tap cell,372,465,2.94
Clock inverter,15,163,1.03
Clock buffer,53,1050,6.64
Timing Repair Buffer,41,395,2.50
Sequential cell,346,9490,59.9
Multi-Input combinational cell,442,4180,26.4
Inverter,26,97.6,0.616
-- flip-flops by register name (all words and copies together), names as in the netlist, 6 cells and up, named ones only --
| signal | flops |
|---|---|
| output_fifo.buffer | 64 |
| lane.multiplier.a | 16 |
| lane.in_fifo.write_addr | 6 |
| input_fifo.buffer | 64 |
| lane.multiplier.b | 8 |
| lane.out_fifo.write_addr | 6 |
| lane.in_fifo.read_addr | 6 |
| lane.out_fifo.buffer | 64 |
| lane.out_fifo.read_addr | 6 |
| lane.in_fifo.buffer | 64 |
| lane.multiplier.out_data | 16 |
-- routing by layer --
metal	share of wire (%)	wire length, um
met5	0	0
met4	1.7	355
met3	5.8	1200
met2	47	9800
met1	45	9300
-- layout by cell type, fill, tap and decap left out, drive strengths merged, types with 2 or more instances in the layout --
cell type      instances
clkinvlp               2
o21a                   3
mux2i                 33
and3                   5
bufinv                 3
a21oi                 26
nand3b                 7
or4                    2
dfxtp                 90
fa                     2
nand4                  6
mux4                  64
nor2                  71
o211ai                 6
xnor2                 30
a21o                   4
clkdlybuf4s50         36
xor2                  17
ha                    50
and2                  20
buf                    5
nand3                 16
o21ai                  7
or2                    2
edfxtp               256
a211oi                 2
nor2b                  9
o31ai                  4
clkinv                 8
clkbuf                53
or3                    3
nand2                 33
inv                   28
a41o                   2
nand2b                 7
a31oi                  6
-- worst reg2reg max path, cell delays in order (launching register included) --
cell and delay [ns]:
dfxtp_1 0.55, mux4_1 0.66, ha_1 0.36, a21oi_1 0.38, nand2_1 0.14, a41o_1 0.34, mux2i_1 0.19, a21oi_1 0.08
No activity file was given, so power comes from the tool's default toggle rates.
